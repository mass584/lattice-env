==> constraint.sdc <==
current_design camera64x64_dummy

set clk_period 4.8
set clk_io_pct 0.2

create_clock -name clk0 -period $clk_period [get_ports {CLK}]
create_clock -name clk1 -period $clk_period [get_ports {SCLK}]

set non_clock_inputs [all_inputs -no_clocks]
set_input_delay [expr $clk_period * $clk_io_pct] -clock clk0 $non_clock_inputs
set_output_delay [expr $clk_period * $clk_io_pct] -clock clk0 [all_outputs]
==> run.sh <==
#!/bin/bash
# OpenROAD 26Q1-2900-gdf79404cd8, Yosys 0.63+post, stock flow scripts
make -C /OpenROAD-flow-scripts/flow DESIGN_CONFIG=/design/flow/config.mk WORK_HOME=/design/flow/orfs finish
==> design.v <==
`timescale 1ps / 1ps
module camera64x64_dummy (
  input   wire  CLK,     
  input   wire  RST,     
  input   wire  SCLK,    
  output  wire  LED_1,   
  output  wire  LED_2,   
  output  wire  LED_3,   
  output  reg   INT,     
  output  reg   LOOKUP   
);
  wire s_spidetect;
  wire s_spidetect_pulse_pos;
  wire s_spidetect_pulse_neg;
  wire s_counter_done;
  reg  r_lookup_next;
  spi_detector #(
    .FREQ   ( 12'h3FF               )
  ) u_spi_detector (
    .CLK    ( CLK                   ) ,
    .RST    ( RST                   ) ,
    .SCLK   ( SCLK                  ) ,
    .DETECT ( s_spidetect           )
  );
  pulse_gen #(
    .INI    ( 0                     )
  ) u_pulse_gen_at_posedge (
    .CLK    ( CLK                   ) ,
    .RST    ( RST                   ) ,
    .IN     ( s_spidetect           ) ,
    .OUT    ( s_spidetect_pulse_pos )
  );
  pulse_gen #(
    .INI    ( 1                     )
  ) u_pulse_gen_at_negedge (
    .CLK    ( CLK                   ) ,
    .RST    ( RST                   ) ,
    .IN     ( ~s_spidetect          ) ,
    .OUT    ( s_spidetect_pulse_neg )
  );
  nbit_counter #(
    .BIT    ( 32                    ) ,
    .MAX    ( 32'h00002EE4          )
  ) nbit_counter (
    .CLK    ( CLK                   ) ,
    .RST    ( RST                   ) ,
    .TRIG   ( s_spidetect_pulse_neg ) ,
    .DONE   ( s_counter_done        ) ,
    .COUNT  (                       )
  );
  always @(posedge CLK or posedge RST) begin
    if (RST) begin
      LOOKUP        <= 1'b0;
      r_lookup_next <= 1'b0;
    end else if (s_spidetect_pulse_neg) begin
      LOOKUP        <= r_lookup_next;
      r_lookup_next <= r_lookup_next;
    end else if (s_spidetect_pulse_pos) begin
      LOOKUP        <= LOOKUP;
      r_lookup_next <= ~r_lookup_next;
    end else begin
      LOOKUP        <= LOOKUP;
      r_lookup_next <= r_lookup_next;
    end
  end
  always @(posedge CLK or posedge RST) begin
    if (RST)
      INT <= 1'b0;
    else if (s_counter_done)
      INT <= 1'b1;
    else if (s_spidetect_pulse_pos)
      INT <= 1'b0;
    else
      INT <= INT;
  end
  assign LED_1 = INT;
  assign LED_2 = LOOKUP;
  assign LED_3 = s_spidetect;
endmodule
`timescale 1ps / 1ps
module nbit_counter #(
  parameter             BIT = 8 ,
  parameter             MAX = 8'hFF
) (
  input  wire           CLK ,
  input  wire           RST ,
  input  wire           TRIG ,
  output wire           DONE ,
  output reg  [BIT-1:0] COUNT
) ;
  always @(posedge CLK or posedge RST) begin
    if (RST)
      COUNT <= 0;
    else if (TRIG)
      COUNT <= 1;
    else begin
      if (COUNT[BIT-1:0]==MAX)
        COUNT <= 0;
      else if (COUNT==0)
        COUNT <= COUNT;
      else
        COUNT <= COUNT + 1;
    end
  end
  assign DONE = (COUNT[BIT-1:0]==MAX);
endmodule
`timescale 1ps / 1ps
module pulse_gen #(
  parameter     INI = 0
) (
  input   wire  CLK,
  input   wire  RST,
  input   wire  IN,
  output  wire  OUT
);
  reg r_ff0;
  reg r_ff1;
  always @(posedge CLK or posedge RST) begin
    if (RST) begin
      r_ff0 <= INI;
      r_ff1 <= INI;
    end else begin
      r_ff0 <= IN;
      r_ff1 <= r_ff0;
    end
  end
  assign OUT = (r_ff0 & ~r_ff1);
endmodule
`timescale 1ps / 1ps
module spi_detector #(
  parameter     FREQ = 12'hfff
) (
  input   wire  CLK ,
  input   wire  RST ,
  input   wire  SCLK ,
  output  wire  DETECT
) ;
  reg [11:0] r_timer;
  reg [ 7:0] r_counter;
  reg [ 7:0] r_capture0;
  reg [ 7:0] r_capture1;
  always @(posedge SCLK or posedge RST) begin
    if (RST)
      r_counter <= 8'b0;
    else
      r_counter <= r_counter + 8'b1;
  end
  always @(posedge CLK or posedge RST) begin
    if (RST)
      r_timer <= 12'b0;
    else if (r_timer==FREQ)
      r_timer <= 12'b0;
    else
      r_timer <= r_timer + 12'b1;
  end
  always @(posedge CLK or posedge RST) begin
    if (RST) begin
      r_capture0 <= 8'b0;
      r_capture1 <= 8'b0;
    end else if (r_timer==FREQ) begin
      r_capture0 <= r_counter;  
      r_capture1 <= r_capture0;
    end
  end
  assign DETECT = (r_capture0 != r_capture1) ;
endmodule
==> config.mk <==
export PLATFORM = sky130hd
export DESIGN_NAME = camera64x64_dummy
export DESIGN_NICKNAME = camera64x64_dummy
export VERILOG_FILES = /design/flow/design.v
export SDC_FILE = /design/flow/constraint.sdc
export NUM_CORES = 4
export LEC_CHECK = 1
export CORE_UTILIZATION = 50
==> impl_table.tex <==
% Auto-generated results table
\begin{tabular}{lr}
\hline
Metric & Value \\
\hline
\multicolumn{2}{l}{\textbf{Outcome}} \\
Status & completed \\
\multicolumn{2}{l}{\textbf{Layout}} \\
Layout overhead on the synthesized area & 8.921\% \\
Dominant logic cell types in the final layout & sky130\_fd\_sc\_hd\_\_dfrtp\_1 (73), sky130\_fd\_sc\_hd\_\_xor2\_1 (40), sky130\_fd\_sc\_hd\_\_nor2\_1 (38), sky130\_fd\_sc\_hd\_\_nand3\_1 (24), sky130\_fd\_sc\_hd\_\_nand4\_1 (19) \\
Share of post-route cells with drive strength above 1 & 15.41\% \\
Leading cell type in the layout, fill and taps excluded & sky130\_fd\_sc\_hd\_\_dfrtp\_1 \\
\multicolumn{2}{l}{\textbf{Floorplan}} \\
Ports & 8 \\
Chip Area & 7437 sq um \\
Floorplan die width & 86.24 um \\
Cell Rows & 30 \\
Die height & 86.24 um \\
Initial core utilization & 51.94\% \\
Core outline area & 6832 sq um \\
\multicolumn{2}{l}{\textbf{Synth}} \\
Share of synthesized registers carrying an async set or reset & 100.0\% \\
Gate Count Post-Synth & 316 \\
Main synth FF type & sky130\_fd\_sc\_hd\_\_dfrtp\_1 \\
Yosys-reported design area after synthesis & 3548 sq um \\
Number of library cell types mapped by synthesis & 41 \\
Part of the Yosys area used for sequential elements & 52.96\% \\
Cell Area, Synth & 3548 sq um \\
Avg Cell Area, Syn & 11.23 sq um \\
Synthesis Warnings & 5 \\
Register bit total from synthesis & 75 \\
Count of flip-flops with a built-in enable after synthesis & 0 \\
Ys cells & 316 \\
\multicolumn{2}{l}{\textbf{Run}} \\
Count of max-cap constraint violations & 0 \\
Warning total across the stage logs & 27 \\
\multicolumn{2}{l}{\textbf{Pwr}} \\
Leak Pwr & 0.001871 uW \\
Max rail drop VDD & 230.1 uV \\
Total power divided by cell area & 294.3 nW/um\^{}2 \\
Total power & 1137 uW \\
\multicolumn{2}{l}{\textbf{Clock tree}} \\
CTS sink cnt & 75 \\
CTS tree & built \\
CTS hold repair buffers & 0 \\
Post-CTS Setup Repair Bufs & 0 \\
Clock slew seen by the registers of the worst setup and hold paths & 0.06 ns \\
Total of cells resized after clock tree synthesis & 0 \\
\multicolumn{2}{l}{\textbf{Worst setup path}} \\
Number of buffers and inverters on the critical path & 1 \\
Delay of the slowest cell on the worst path & 0.45 ns \\
End of the worst register-to-register path & nbit\_counter.COUNT[29] \\
Endpoint kind of the worst setup timing path & primary output \\
Critical path peak fanout & 3 \\
Beginning of the worst register-to-register path & nbit\_counter.COUNT[0] \\
R2R setup slack & 2.50 ns \\
Kind of start point of the critical path & register \\
CP cell instances & xor2\_1, nor4\_1, nand4\_1, clkdlybuf4s50\_1 \\
Critical Path Slowest Stage Cell & sky130\_fd\_sc\_hd\_\_clkdlybuf4s50\_1 \\
Path length in cells of the critical path & 4 \\
Arrival time reported for the critical path endpoint & 1.83 ns \\
Setup Crit Path Kind & register to primary output \\
FF-to-FF path depth & 7 \\
Dominant delay contributor by cell family on the critical path & simple AND/OR/NAND/NOR gates \\
Required time of the critical path & 3.84 ns \\
\multicolumn{2}{l}{\textbf{Min path}} \\
Hold path startpoint & u\_pulse\_gen\_at\_negedge.r\_ff0 \\
Hold Path Sink & u\_pulse\_gen\_at\_negedge.r\_ff1 \\
Hold Crit Class & register to register \\
Worst Hold Depth & 0 \\
\multicolumn{2}{l}{\textbf{GRT}} \\
Largest net degree at the start of global routing & 53 \\
Gr busiest metal & met1 \\
GR Util met3 & 5.024\% \\
Overall Global Routing Usage & 18.56\% \\
Global-route wire length before repair & 10380 um \\
Global route total overflow & 0 \\
Number of global-route vias before repair & 2144 \\
Initial antenna violation count & 0 \\
Met1 global-route usage & 32.51\% \\
Met2 routing resource usage after global routing & 25.25\% \\
\multicolumn{2}{l}{\textbf{Placed design}} \\
HPWL after detailed placement & 3915 um \\
Weighted congestion reported at the end of routability-driven placement & 0.8057 \\
Port Buf Inserts & 6 \\
\multicolumn{2}{l}{\textbf{STA}} \\
Final hold vios & 0 \\
Pin slew with the least headroom to its limit & 0.6400 ns \\
Final total negative setup slack & 0 ns \\
Final setup viols & 0 \\
Worst relative slew slack & 57.33\% \\
Setup repair after global routing missed its margin & no \\
Number of max-slew violations in the final report & 0 \\
Post-route clock skew & 0.007294 ns \\
\multicolumn{2}{l}{\textbf{Detailed routing}} \\
Vias & 2264 \\
Final wirelength & 5943 um \\
Number of antenna cells inserted & 0 \\
DRC violation total after the first TritonRoute iteration & 111 \\
Average detailed-routed wire length per instance & 13.92 um \\
Post-route DRC & 0 \\
Detailed-router iteration count before antenna repair & 4 \\
DRT antenna net count & 0 \\
Vias per cell & 5.302 \\
\hline
\end{tabular}
-- synthesized netlist by cell type (all sizes together), types with 3 or more instances --
library cell  instances  share of area, %
nand2                17               1.9
ha                    4               1.4
nand4                21               4.1
nor3                  4               1.0
nand3                24               3.4
buf                  10               2.4
o21ai                 3              0.42
inv                   8              0.85
xnor2                13               3.2
and3                 10               1.9
and4                  6               1.5
nor4                  9               2.0
nor2                 39               4.3
dfrtp                73                51
mux2                 17               5.4
xor2                 40               9.9
-- how the worst max path moves through the flow --
stage                                         from     to  slack [ns]
after global routing  u_spi_detector.r_capture1[3]  LED_3        1.85
after CTS             u_spi_detector.r_capture1[3]  LED_3        1.97
final                 u_spi_detector.r_capture1[3]  LED_3        2.01
-- power breakdown --
group,switching (uW),internal [uW],total (uW)
clock,223,269,492
combinational,11.7,1.29,13.0
sequential,0,632,632
-- logic make-up (layout without fill, tap and decap cells) --
kind of cell               Yosys count  count (layout)  synth area share, %
AOI/OAI and AO/OA                    8               8                1.552
xor gates and xnor gates            53              53                13.08
adders and majority gates            4               4                1.410
buffers and inverters               20              35                3.455
DFF                                 75              75                52.96
muxes                               17              17                5.395
and+or+nand+nor                    139             139                22.14
-- metal layers --
layer,part of all wire (%),up-vias,wire length [um]
li1,-,1112,-
met3,3.6,6,212
met5,0,-,0
met2,43,21,2546
met4,0.93,0,55
met1,53,1125,3128
-- sequential cells by signal (all words and copies together), names as in the netlist, 8 cells and up --
register	cells
u_spi_detector.r_capture0	8
u_spi_detector.r_timer	12
nbit_counter.COUNT	32
u_spi_detector.r_capture1	8
u_spi_detector.r_counter	8
-- area by class of cell --
cell class,count,area (sq um)
inverter,8,30.03
multi-input combinational,221,1546
tap,96,120.1
sequential,75,1879
clock buffer,17,203.9
clock inverter,2,10.01
timing repair buffer,8,75.07
fill,581,2967
-- metrics by stage --
step	hold slack, ns	instance area, sq um	instances	utilization, %	setup WS, ns
2_1_floorplan	0.3542	3548	316	-	1.933
3_3_place_gp	0.3580	3651	408	53.44	2.375
3_5_place_dp	0.3599	3651	408	53.44	2.364
4_1_cts	0.3697	3865	427	56.58	1.967
5_1_grt	0.3764	3865	427	56.58	1.851
6_report	0.3684	3865	427	56.58	2.014
Power figures rest on the tool's default switching activity, not on a simulated workload.
